**/design/flow/run.sh**
```bash
#!/bin/bash
# OpenROAD 26Q1-2900-gdf79404cd8, Yosys 0.63+post, stock flow scripts
make -C /OpenROAD-flow-scripts/flow DESIGN_CONFIG=/design/flow/config.mk WORK_HOME=/design/flow/orfs finish
```
**/design/flow/config.mk**
```make
export PLATFORM = sky130hd
export DESIGN_NAME = register8_16
export DESIGN_NICKNAME = register8_16
export VERILOG_FILES = /design/flow/design.v
export SDC_FILE = /design/flow/constraint.sdc
export NUM_CORES = 4
export LEC_CHECK = 1
export CORE_UTILIZATION = 40
```
**/design/flow/constraint.sdc**
```tcl
current_design register8_16

set clk_period 2.7
set clk_io_pct 0.2

create_clock -name clk0 -period $clk_period [get_ports {CLK}]

set non_clock_inputs [all_inputs -no_clocks]
set_input_delay [expr $clk_period * $clk_io_pct] -clock clk0 $non_clock_inputs
set_output_delay [expr $clk_period * $clk_io_pct] -clock clk0 [all_outputs]
```
**/design/flow/design.v**
```verilog
module register8_16#(   
	parameter addr_width = 4,
    parameter MEM_DEPTH = 16,    
	parameter data_width = 8,
    parameter MEM_WIDTH = 8
) (
	input CLK,     
	input WrEn,  
	input RdEn,  
	input RST,   
	input [data_width-1:0] WrData,
	input [addr_width-1:0] Address,
	output reg [data_width-1:0]RdData,
	output reg RdData_Valid,
	output  [data_width-1:0]REG0,
	output  [data_width-1:0]REG1,
	output  [data_width-1:0]REG2,
	output  [data_width-1:0]REG3
);
    reg [MEM_WIDTH-1:0] REG_FILE [MEM_DEPTH-1:0];        
integer i;
always @(posedge CLK or negedge RST) begin
	if(~RST) begin
		RdData <= 'h0;
		RdData_Valid <=0;
		for(i = 0;i < MEM_DEPTH; i = i + 1)begin
			if (i == 2) begin
            	REG_FILE[i] <='b1000_0001;
			end
			else if (i == 3) begin
            	REG_FILE[i] <='b0010_0000;
			end
			else
            	REG_FILE[i] <='b0;
        end
	end
	else if(WrEn && !RdEn)begin
		REG_FILE[Address] <= WrData;
		end
	else if(!WrEn && RdEn)begin
		RdData <= REG_FILE[Address];
		RdData_Valid <=1;
	end
	else 	
		RdData_Valid <=0;
end
assign 	REG0 = REG_FILE[0];
assign	REG1 = REG_FILE[1];
assign	REG2 = REG_FILE[2];
assign	REG3 = REG_FILE[3];
endmodule
```
==> job_summary.md <==
## Synthesis and layout report

| Metric | Value |
|---|---|
| Share of async-settable or async-resettable flops after synthesis | `1.000` |
| Cell area power density | `801.2 mW/mm2` |
| Initial antenna violation count | `0` |
| Mapped Area | `0.006299 mm2` |
| Fin crit period | `2.165 ns` |
| Synth top cell by count | `dfrtp_1` |
| Number of global-route vias before repair | `4477` |
| Final Setup Violations | `0` |
| Hold slack | `0.1034 ns` |
| Gpl congestion | `0.8950` |
| Layout area overhead | `25.76%` |
| CP Capture Type | `flop` |
| Total track usage | `0.2202` |
| DR iter-0 viols | `231` |
| Crit Path Category | `in2reg` |
| TritonCTS buffer count | `17` |
| Clk latency late pin | `0.41 ns` |
| Number of cell rows | `45` |
| Antenna cell count | `0` |
| Final Hold Fails | `0` |
| Distinct lib cells | `41` |
| Port-buffer cells | `56` |
| # resized after CTS | `0` |
| Lkg Pwr | `0.003454 uW` |
| Synth top cells by count | `dfrtp_1, mux2_2, mux2i_1, nand2_1, clkbuf_1` |
| DRC | `0` |
| RSZ-0062 raised after global routing | `false` |
| Worst min path class | `in2async` |
| I/O pins | `57` |
| Status | `complete, no violations` |
| R2r worst-path depth | `5` |
| Post-CTS Hold Buffers | `0` |
| Tool warning count | `25` |
| Antenna Nets Post-Route | `0` |
| Dpl hpwl | `10560 um` |
| Clock Skews | `0.004204 ns` |
| Routed WL per cell | `20.63 um` |
| Tcrit/Tclk final | `0.8020` |
| Largest net degree at the start of global routing | `66` |
| Startpoint types | `primary input` |
| Syn avg cell area | `13.34 um2` |
| Required time worst endpoint | `3.00 ns` |
| DRT Pass-1 Iters | `4` |
| # Cells Yosys | `472` |
| Peak supply drop | `0.8442 mV` |
| Final number of max-transition violations | `0` |
| CTS tree | `done` |
| Die ar. | `0.01625 mm2` |
| Core box area | `0.01526 mm2` |
| Worst-path maximum fanout | `11` |
| GR Overflow Total | `0` |
| Max-area cell share | `0.5324` |
| Crit path DAT | `2.46 ns` |
| Clock tree buffer depth | `2` |
| Synth Seq Share | `0.5449` |
| Ys Warns | `2` |
| Vias | `4241` |
| Max-slew headroom | `0.4627` |
| Clk sinks | `137` |
| Drt total wl | `15850 um` |
| Post-CTS Setup Inserts | `0` |
| Post-DR vias/cell | `5.522` |
| Syn Inst Count | `472` |
| Commonest flop | `dfrtp_1` |
| Die Ht | `127.5 um` |
| Die width | `127.5 um` |
| EDFF count, synth | `0` |
| FMAX | `0.4618 GHz` |
| Setup TNS | `0 ns` |
| Biggest area cells | `dfrtp_1, mux2_2, mux2i_1` |
| Starting Density | `0.4128` |
| H-Tree Depth | `4` |
| Chip Area, Yosys | `0.006299 mm2` |
| Global-route wire length before repair | `25570 um` |
| Largest area contributor in the netlist | `dfrtp_1` |
| Reg clk slew, reported paths | `0.05 ns` |
| Root buffer cell | `clkbuf_16` |
| Synth Register Bits | `137` |
| Maxcap violations | `0` |
| Layout cells sized above 1 | `0.3752` |
| Filler instances | `1281` |
| Slew @ Worst Pin | `0.7998 ns` |
[layout make-up]
cell class	instances	area (um2)	share of cell area
tap	211	264.0	0.03333
clock buffer	20	456.7	0.05765
sequential	137	3432	0.4333
inverter	2	7.507	0.0009477
multi-input combinational	301	2693	0.3399
clock inverter	12	244.0	0.03080
timing repair buffer	85	824.5	0.1041
[through the flow]
stage | utilization | total power [uW] | cell area, um2 | instances | setup slack, ns
after CTS | 0.5191 | 6409 | 7921 | 768 | 0.5558
final | 0.5191 | 6347 | 7921 | 768 | 0.5347
after floorplan | - | 3183 | 6299 | 472 | 0.8772
after global placement | 0.4732 | 3643 | 7221 | 736 | 0.1323
after global routing | 0.5191 | 6636 | 7921 | 768 | 0.4426
after detailed placement | 0.4732 | 3672 | 7221 | 736 | 0.1185
[cell families (layout without fill, tap and decap cells)]
group	Yosys count	count (layout)	synth area share
DFF	137	137	0.5449
muxes	157	157	0.2853
buffers and inverters	34	119	0.02761
and+or+nand+nor	72	72	0.06357
AOI/OAI and AO/OA	72	72	0.07867
[report_power, final]
group | switching [uW] | internal (uW) | leakage [uW]
clock network | 847 | 1870 | 0.000336
logic | 345 | 611 | 0.00138
registers | 222 | 2450 | 0.00174
[per-layer routing]
layer	GRT usage	vias to the layer above	share of wire
li1	-	1910	-
met1	0.3224	2161	0.43
met2	0.3330	142	0.46
met3	0.07466	28	0.083
met4	0.04762	0	0.023
met5	0	-	0
[path summary, 6_finish.rpt]
check,startpoint,end,slack (ns)
min in group clk0,RdData_Valid,RdData_Valid,0.48
worst max register to register,REG_FILE[15][6],RdData[6],1.16
worst min-delay path,RST,REG_FILE[3][6],0.10
worst min register to register,RdData_Valid,RdData_Valid,0.48
max in group asynchronous,RST,REG_FILE[2][0],1.86
worst max-delay path,Address[1],REG_FILE[15][3],0.53
[critical path, cell delays in order]
cell,delay [ns]
clkdlybuf4s50_1,0.73
nand2_1,0.26
nor2_2,0.53
mux2_2,0.39
[placed cells by master (no fill, tap or decap), drive strengths merged, types with 6 or more instances in the layout]
cell           instances
buf                   31
a31oi                  9
nand2b                 6
clkdlybuf4s50         54
a21oi                  9
o22ai                 15
nand3                  9
nor3                   7
a22o                   6
dfrtp                134
clkbuf                20
bufinv                 7
mux2                 130
mux2i                 22
o21ai                 12
nor2b                  8
nand2                 22
a221oi                11
nor2                  10
[registers in the layout, indices dropped and copies added (netlist names)]
signal	cells
RdData_Valid	1
REG_FILE	128
RdData	8
No activity file was given, so power comes from the tool's default toggle rates.
